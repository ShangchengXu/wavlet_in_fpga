## flow/config.mk

```make
export PLATFORM = sky130hd
export DESIGN_NAME = wavlet
export DESIGN_NICKNAME = wavlet
export VERILOG_FILES = /design/flow/design.v
export SDC_FILE = /design/flow/constraint.sdc
export NUM_CORES = 4
export LEC_CHECK = 1
export CORE_UTILIZATION = 30
```

## flow/constraint.sdc

```tcl
current_design wavlet

set clk_period 21.5
set clk_io_pct 0.2

create_clock -name clk0 -period $clk_period [get_ports {clk}]

set non_clock_inputs [all_inputs -no_clocks]
set_input_delay [expr $clk_period * $clk_io_pct] -clock clk0 $non_clock_inputs
set_output_delay [expr $clk_period * $clk_io_pct] -clock clk0 [all_outputs]
```

## flow/design.v

```verilog
module decom(
	input clk,
	input rst_n,
	input [15:0] data_in,
	output reg[15:0] data_out_o,
	output reg[15:0] data_out_e
);
reg cnt;
reg [15:0] data_o_temp;
reg [15:0] data_e_temp;
always @(posedge clk or negedge rst_n) begin
	if(~rst_n)
		cnt <= 0;
	else
		cnt <= cnt + 1;
end
always @(posedge cnt or negedge rst_n) begin
	if(!rst_n)
		data_o_temp <= 0;
	else
		data_o_temp <= data_in;
end
always @(negedge cnt or negedge rst_n) begin
	if(!rst_n)
		data_e_temp <= 0;
	else
		data_e_temp <= data_in;
end
always@(posedge clk or negedge rst_n) begin
	if(!rst_n)
		data_out_e <= 0;
	else
		data_out_e <= data_e_temp;
end
always@(posedge clk or negedge rst_n) begin
	if(!rst_n)
		data_out_o <= 0;
	else
		data_out_o <= data_o_temp;
end
endmodule
module filter(
	input clk,
	input rst_n,
	input signed  [15:0] data_in,
	output signed [19:0] data_out
);
reg signed [15:0 ]  shift_reg[4];
parameter COF0 = 0  ;
parameter COF1 = 0  ;
parameter COF2 = 0  ;
parameter COF3 = 0  ;
wire signed [31:0] mul_temp0 = shift_reg[0] * COF0;
wire signed [31:0] mul_temp1 = shift_reg[1] * COF1;
wire signed [31:0] mul_temp2 = shift_reg[2] * COF2;
wire signed [31:0] mul_temp3 = shift_reg[3] * COF3;
assign data_out = mul_temp0[31:8] + mul_temp1[31:8] + mul_temp2[31:8] + mul_temp3[31:8];
genvar  i;
generate
	for(i = 0; i < 3 ; i = i + 1)begin:shift_reg_inst
		always @(posedge clk or negedge rst_n) begin
			if(!rst_n)
				shift_reg[i] <= 0;
			else
				shift_reg[i] <= shift_reg[i+1];
		end
	end
endgenerate
always @(posedge clk or negedge rst_n) begin
	if(!rst_n) begin
		shift_reg[3] <= 0;
		end
	else
		shift_reg[3] <= data_in;
end
endmodule
module wavlet(
	input clk,
	input rst_n,
	input [15:0] data_in,
	output signed [20:0] data_out_hd,
	output signed [20:0] data_out_ld
);
localparam HD_COF0 = -59;
localparam HD_COF1 = 183;
localparam HD_COF2 = -162;
localparam HD_COF3 = -7;
localparam HD_COF4 = 48;
localparam HD_COF5 = 8;
localparam HD_COF6 = -8;
localparam HD_COF7 = -3;
localparam LD_COF0 = -3;
localparam LD_COF1 = 8;
localparam LD_COF2 = 8;
localparam LD_COF3 = -48;
localparam LD_COF4 = -7;
localparam LD_COF5 = 162;
localparam LD_COF6 = 183;
localparam LD_COF7 = 59;
wire signed [19:0] hd_out_e;
wire signed [19:0] hd_out_o;
wire signed [19:0] ld_out_e;
wire signed [19:0] ld_out_o;
wire signed [15:0] data_out_o;
wire signed [15:0] data_out_e;
decom decom_inst (
        .clk         (clk         ) , 
        .rst_n       (rst_n       ) , 
        .data_in     (data_in     ) , 
        .data_out_o  (data_out_o  ) , 
        .data_out_e  (data_out_e  )); 
filter #(
        .COF0      (HD_COF0      ),
        .COF1      (HD_COF2      ),
        .COF2      (HD_COF4      ),
        .COF3      (HD_COF6      ))
       filter_inst0 (
        .clk       (clk       ) , 
        .rst_n     (rst_n     ) , 
        .data_in   (data_out_o) , 
        .data_out  (hd_out_o  )); 
filter #(
        .COF0      (LD_COF0      ),
        .COF1      (LD_COF2      ),
        .COF2      (LD_COF4      ),
        .COF3      (LD_COF6      ))
       filter_inst1 (
        .clk       (clk       ) , 
        .rst_n     (rst_n     ) , 
        .data_in   (data_out_o) , 
        .data_out  (ld_out_o  )); 
filter #(
        .COF0      (HD_COF1      ),
        .COF1      (HD_COF3      ),
        .COF2      (HD_COF5      ),
        .COF3      (HD_COF7      ))
       filter_inst2 (
        .clk       (clk       ) , 
        .rst_n     (rst_n     ) , 
        .data_in   (data_out_e) , 
        .data_out  (hd_out_e  )); 
filter #(
        .COF0      (LD_COF1      ),
        .COF1      (LD_COF3      ),
        .COF2      (LD_COF5      ),
        .COF3      (LD_COF7      ))
       filter_inst3 (
        .clk       (clk       ) , 
        .rst_n     (rst_n     ) , 
        .data_in   (data_out_e) , 
        .data_out  (ld_out_e  )); 
assign data_out_hd = hd_out_e + hd_out_o;
assign data_out_ld = ld_out_e + ld_out_o;
endmodule
```

## flow/run.sh

```bash
#!/bin/bash
# OpenROAD 26Q1-2900-gdf79404cd8, Yosys 0.63+post, stock flow scripts
make -C /OpenROAD-flow-scripts/flow DESIGN_CONFIG=/design/flow/config.mk WORK_HOME=/design/flow/orfs finish
```

==> impl_metrics.ini <==
; physical design summary
[synth]
common_cells = inv_1 (794), ha_1 (725), fa_1 (347), xnor2_1 (202), nor2_1 (178)
edf_count = 0
area_leaders = ha_1 (28%), fa_1 (21%), dfrtp_1 (14%)
synth_cell_types = 70
synth_flops = 193
synthCells = 3394
avgSynthCellArea_um2 = 9.53
top_area_cell = ha_1
ys_seq_share_pct = 14.9
most_common_cell = inv_1
ys_area_um2 = 32300
yosys_warnings = 9
top_cell_area_share_pct = 28.0
synth-async-reset-ratio_pct = 100
syn-cell-area_um2 = 32300
ys_cells = 3394
synth_top_flop_cell = dfrtp_1

[worst_setup_path]
slowest_delay_ps = 550
worstPathBufferInverterCount = 6
criticalPathCategory = register to output pin
crit_path_end_kind = output pin
path_common_cell = fa_1
cp_slowest_cell = fa_1
crit_fanout = 8
crit_family = adder cells
cp.arrival_ps = 9730
start_kind = register
cp.required_ps = 17200

[final_layout]
fillers = 10845
finalNonFillerCells = 4892
logic_area_um2 = 24500
seq_area_um2 = 4830
areaGrowthSynthToFinish_pct = 9.35
fin_util_pct = 33.0
drive_gt1_share_pct = 2.55
largest_reg_flops = 48

[power]
switchingPower_mw = 0.181
p_int_mw = 0.466
swShare_pct = 28.0
ir_drop_mv = 0.0475
power_frac_seq_pct = 46.8
totalPowerFinal_mw = 0.648
clkPwrFrac_pct = 51.5
p_leak_nw = 18.4
p_per_area_nw_per_um2 = 18.3
combPwrFrac_pct = 1.7

[placement]
place.gp.congestion = 0.929
placed_cells = 4860
portBuffers = 59
dpl.hpwl_um = 63100

[sta]
period_needed_ps = 14030
max_clock_freq_mhz = 71.3
worstMarginPinSlew_ps = 874
setup-violations-final = 0
unclocked_regs = 32
tns_ps = 0
fin_hold_ws_ps = 349
fin_worst_skew_ps = 15.6
finalCritPeriodShare_pct = 65.3
untimed_endpoints = 64
slew_violations = 0
maxSlewHeadroom_pct = 41.3
hold_viol = 0
rsz0062_at_grt = false

[clocking]
clk_pin_slew_ps = 80
cts_tree = yes
cts_hold_buf = 0
clk_latency_ps = 500
post_cts_resized = 0
h-tree-depth = 4
clock_path_buffers = 2
cts-root-buf = clkbuf_16
cts_inserted_buffers = 17
post_cts_buffers = 0

[route]
n_antenna_cell = 0
vias_per_cell = 4.49
drtIter0Drc = 789
drc = 0
drt-total-wl_um = 71000
drtAntennaViolNets = 0
vias = 21988
wl_per_cell_um = 14.5
dr.pass1.iters = 5

[global_routing]
grt_overflow = 0
grt_pass1_vias = 23104
antenna_found_initial = 1
grt_max_degree = 71
grtUsageTotal_pct = 14.3
grt_pass1_wl_um = 118000

[status]
status = finished, final reports clean

[floorplan]
dieWidth_um = 330
coreArea_um2 = 107000
io_pins = 60
die_area_um2 = 109000
die_h_um = 330
num_rows = 120
fp_util_pct = 30.2

[job]
max_cap_violations = 0
warnings = 85

[worst_hold_path]
hp-class = register to register
cell usage in the layout, fill, tap and decap left out, drive strengths merged, types with 8 or more instances in the layout:
cell type,n
a211oi,17
a21boi,10
a21o,57
a21oi,151
a31oi,9
and2,10
and3,20
buf,8
clkbuf,18
clkdlybuf4s50,58
clkinv,8
dfrtn,16
dfrtp,177
fa,347
ha,725
inv,801
nand2,84
nand2b,28
nand3,43
nand4,14
nor2,178
nor2b,46
nor3,61
o211ai,11
o21a,45
o21ai,100
o21bai,19
o31ai,11
o41ai,9
or2,20
or3,16
xnor2,202
xor2,82
power by group through the flow:
stage / clock (mW) / sequential (mW) / combinational [mW]
CTS: 0.344 / 0.303 / 0.0120
global route: 0.355 / 0.303 / 0.0132
finish: 0.334 / 0.303 / 0.0112
final cells by class:
cell class                      instances  area share, %
Sequential cell                       193           13.7
Tap cell                             1403           4.96
Timing Repair Buffer                   67           1.85
Multi-Input combinational cell       2402           69.3
Inverter                              795           8.44
Clock buffer                           17           1.20
Clock inverter                         15          0.580
per-layer routing:
metal	up-vias	global-route usage [%]	wire (µm)
met1	10331	19.8	32400
li1	11219	-	-
met2	383	21.2	29600
met5	-	0	13
met4	2	1.93	1180
met3	53	6.85	7810
path summary, 6_finish.rpt:
path,start,end,slack (ps),cells after the start
worst max-delay path,filter_inst1.shift_reg[1][6]$_DFF_PN0_,data_out_hd[20],7470,39
worst min-delay path,decom_inst.data_out_e[15]$_DFF_PN0_,filter_inst3.shift_reg[3][15]$_DFF_PN0_,350,0
worst max register to register,filter_inst1.shift_reg[3][12]$_DFF_PN0_,filter_inst1.shift_reg[2][12]$_DFF_PN0_,20590,0
worst min register to register,decom_inst.data_out_e[15]$_DFF_PN0_,filter_inst3.shift_reg[3][15]$_DFF_PN0_,350,0
max in group asynchronous,rst_n,filter_inst1.shift_reg[3][8]$_DFF_PN0_,16100,3
min in group asynchronous,rst_n,filter_inst3.shift_reg[3][0]$_DFF_PN0_,3760,1
logic make-up after synthesis:
| group | synth area share (%) |
|---|---|
| buf+inv | 9.27 |
| flops | 14.9 |
| mux | 0.290 |
| xor+xnor | 7.71 |
| simple gates | 7.95 |
| compound gates | 10.3 |
| fa+ha+maj | 49.5 |
metrics by stage:
step,setup WS [ps],cell area [µm²]
after floorplan,9120,32300
after global placement,8120,34700
after detailed placement,7980,34700
after CTS,7400,35400
after global routing,6650,35400
final,7470,35400
Power figures rest on the tool's default switching activity, not on a simulated workload.
